==> ./design.v <==
module id_ex(
    input wire clk,                
    input wire rst,                
    input wire [3:0] opcode,       
    input wire [2:0] operanda,     
    input wire [2:0] operandb,     
    input wire [3:0] dmaddr,       
    input wire [2:0] dest,         
    input wire [7:0] opAdata,      
    input wire [7:0] opBdata,      
    output reg [3:0] prev_opcode,  
    output reg [2:0] prev_operanda,  
    output reg [2:0] prev_operandb,  
    output reg [3:0] prev_dmaddr,    
    output reg [2:0] prev_dest,      
    output reg [7:0] prev_opAdata,   
    output reg [7:0] prev_opBdata,   
    output reg [3:0] curr_opcode,    
    output reg [2:0] curr_operanda,  
    output reg [2:0] curr_operandb,  
    output reg [3:0] curr_dmaddr,    
    output reg [2:0] curr_dest,      
    output reg [7:0] curr_opAdata,   
    output reg [7:0] curr_opBdata    
);
    always @(posedge clk or posedge rst) begin
        if (rst) begin
            prev_opcode <= 4'b0;
            prev_operanda <= 3'b0;
            prev_operandb <= 3'b0;
            prev_dmaddr <= 4'b0;
            prev_dest <= 3'b0;
            prev_opAdata <= 8'b0;
            prev_opBdata <= 8'b0;
            curr_opcode <= 4'b0;
            curr_operanda <= 3'b0;
            curr_operandb <= 3'b0;
            curr_dmaddr <= 4'b0;
            curr_dest <= 3'b0;
            curr_opAdata <= 8'b0;
            curr_opBdata <= 8'b0;
        end else begin
            prev_opcode <= curr_opcode;
            prev_operanda <= curr_operanda;
            prev_operandb <= curr_operandb;
            prev_dmaddr <= curr_dmaddr;
            prev_dest <= curr_dest;
            prev_opAdata <= curr_opAdata;
            prev_opBdata <= curr_opBdata;
            curr_opcode <= opcode;
            curr_operanda <= operanda;
            curr_operandb <= operandb;
            curr_dmaddr <= dmaddr;
            curr_dest <= dest;
            curr_opAdata <= opAdata;
            curr_opBdata <= opBdata;
        end
    end
endmodule
==> ./run.sh <==
#!/bin/bash
# OpenROAD 26Q1-2900-gdf79404cd8, Yosys 0.63+post, stock flow scripts
make -C /OpenROAD-flow-scripts/flow DESIGN_CONFIG=/design/flow/config.mk WORK_HOME=/design/flow/orfs finish
==> ./config.mk <==
export PLATFORM = sky130hd
export DESIGN_NAME = id_ex
export DESIGN_NICKNAME = id_ex
export VERILOG_FILES = /design/flow/design.v
export SDC_FILE = /design/flow/constraint.sdc
export NUM_CORES = 4
export LEC_CHECK = 1
export CORE_UTILIZATION = 30
==> ./constraint.sdc <==
current_design id_ex

set clk_period 1.0
set clk_io_pct 0.2

create_clock -name clk0 -period $clk_period [get_ports {clk}]

set non_clock_inputs [all_inputs -no_clocks]
set_input_delay [expr $clk_period * $clk_io_pct] -clock clk0 $non_clock_inputs
set_output_delay [expr $clk_period * $clk_io_pct] -clock clk0 [all_outputs]
==> impl_metrics.csv <==
group,metric,value,unit
run_status,outcome,"finished with violations",
run_status,failed_checks,"negative setup slack",
placement,dpl.cell_count,241,
critical_path,worst_setup_path_end_kind,"primary output",
sta,skew,0.003811,ns
clock_tree,clk-insertion-delay-late,0.32,ns
grt,first_global_vias,1121,
grt,antenna_found_initial,0,
critical_path,worst_path_dominant_cell_family,"flip-flops",
layout,fin_util,0.5267,
job,stage_log_warnings,27,
sta,hold_viol_final,0,
layout,synthToLayoutAreaGrowth,65.61,%
floorplanning,number_of_standard_cell_rows_in_the_floorplan,26,
detailed_routing,first_pass_iters,4,
placement,number_of_buffers_inserted_by_port_buffering,100,
detailed_routing,wire_per_inst,11.65,um
sta,timing.fmax,979.9,MHz
detailed_routing,route.vias.total,1019,
clock_tree,root_buffer,"sky130_fd_sc_hd__clkbuf_8",
grt,met1_usage,0.1608,
synth,syn-cell-area,1655,sq um
layout,comb_area,0,sq um
detailed_routing,routed_wl,3.146,mm
grt,global_route.overflow_total,0,
floorplanning,num_io_pins,101,
clock_tree,tritoncts,"done",
worst_hold_path,timing.hold.worst.class,"input port to asynchronous set/reset pin",
critical_path,crit_path_max_incr_delay,0.39,ns
clock_tree,numCtsBuffers,9,
sta,rsz0062_at_grt,"true",
critical_path,cp_cell_sequence,"buf_2",
synth,syn-instance-count,67,
layout,logic_gate_count,0,
synth,synthesis.yosys.warnings,1,
critical_path,worst-endpoint-required,0.80,ns
layout,post_route_cells_drive_above_1_share,0.4950,
power,vdd_ir_drop_max,1081,uV
placement,gp_routability_congestion,0.7068,
synth,yosys-stat-cells,67,
grt,groute.layer.met3.usage,0.09124,
floorplanning,floorplan_core_density,0.3180,
sta,fin_crit,1.021,ns
grt,global_route_wire_length_before_repair,5.216,mm
sta,timing.setup.tns,-0.2224,ns
detailed_routing,antennaDiodeCount,0,
sta,worst_slew_pin_slew,0.1728,ns
critical_path,cp_max_fo,2,
clock_tree,cts.reportedPaths.clkPinSlew,0.07,ns
clock_tree,cts.sink_count,66,
sta,max_slew_margin,0.8848,
layout,lay_top_cells,"sky130_fd_sc_hd__dfrtp_1, sky130_fd_sc_hd__buf_2, sky130_fd_sc_hd__clkdlybuf4s50_1, sky130_fd_sc_hd__buf_4, sky130_fd_sc_hd__clkbuf_8",
synth,synth_flop_count,66,
detailed_routing,route.detailed.drc,0,
sta,final-max-slew-violation-count,0,
floorplanning,die-height,76.28,um
power,static-leakage-power,1.338,nW
synth,yosysChipArea,1655,sq um
grt,global_route.peak_usage_layer,"met1",
power,cellPowerDensity,1840,nW/um^2
placement,final_hpwl_from_detailed_placement,2.296,mm
grt,grt.total_usage,0.1201,
detailed_routing,routed_via_density,3.774,
floorplanning,chip_area,5819,sq um
synth,yosys.stat.seqShare,0.9977,
grt,pin_count_of_the_biggest_net_entering_global_routing,29,
detailed_routing,dr.first_iter.drc_count,19,
sta,fraction_of_the_cycle_the_final_worst_path_needs,1.021,
critical_path,setup.worst_path.start_class,"register",
grt,global_route.usage.met2,0.1559,
synth,postSynthAreaPerCell,24.71,sq um
critical_path,arrival,0.82,ns
floorplanning,coreArea,5205,sq um
critical_path,critical_path.slowest_cell,"sky130_fd_sc_hd__dfrtp_1",
layout,final.fill_count,453,
sta,timing.final.ws_setup,-0.02056,ns
floorplanning,die_w,76.28,um
synth,ys_types,2,
clock_tree,htreeDepth,3,
critical_path,timing.critical_path.buf_inv,1,
detailed_routing,antenna_left,0,
job,maxCapViolations,0,
layout,final_cell_count_no_fill,270,
sta,number_of_failing_setup_endpoints_in_the_final_timing_report,31,
layout,flop_area,1652,sq um
clock_tree,max_buffers_root_to_sink,2,
critical_path,worst-setup-path-type,"register to primary output",
==> stage by stage <==
stage | hold slack (ns) | area [sq um] | total power, W | setup WS, ns
after detailed placement | 0.3590 | 2803 | 0.003353 | -0.01465
after global routing | 0.2892 | 2741 | 0.005322 | -0.07774
after CTS | 0.2771 | 2711 | 0.005120 | -0.04937
after floorplan | 0.2314 | 1659 | 0.002902 | 0.08596
final | 0.2944 | 2741 | 0.005045 | -0.02056
after global placement | 0.3598 | 2803 | 0.003353 | -0.007323
==> registers in the layout, indices dropped and copies added, names as in the netlist, 4 cells and up <==
signal / cells
prev_dmaddr: 4
curr_dmaddr: 4
curr_opcode: 4
prev_opBdata: 8
curr_opBdata: 8
prev_opAdata: 8
curr_opAdata: 8
prev_opcode: 4
==> layer usage <==
layer  part of all wire  up-vias  wire (um)
met1               0.37      483       1168
li1                   -      460          -
met2               0.42       70       1336
met4              0.020        0         62
met3               0.18        6        578
met5                  0        -          0
==> kinds of logic after synthesis <==
family	after synthesis	synth area share
flops	66	0.9977
buf+inv	1	0.002265
==> Yosys cell counts <==
| library cell | instances | share of area |
|---|---|---|
| sky130_fd_sc_hd__dfrtp_1 | 66 | 1.0 |
| sky130_fd_sc_hd__inv_1 | 1 | 0.0023 |
==> what timing repair did <==
action	4_1_cts	5_1_grt
setup buffers	9	4
pin swaps	0	0
hold buffers	0	0
setup endpoints to repair	66	66
gates resized	199	0
==> final timing paths <==
kind                                   from          endpoint  slack (ns)  cells past startpoint
min in group clk0                   dest[0]      curr_dest[0]        0.31                      1
hold / removal                          rst  prev_operanda[2]        0.29                      3
hold reg to reg            curr_operandb[0]  prev_operandb[0]        0.37                      0
max in group asynchronous               rst   prev_opBdata[4]        0.51                      3
setup reg to reg             curr_opcode[0]    prev_opcode[0]        0.28                      2
setup / recovery            curr_opAdata[6]   curr_opAdata[6]       -0.02                      1
==> area by class of cell <==
class / instances / share of cell area
inverter: 1 / 0.002738
clock inverter: 5 / 0.01095
clock buffer: 11 / 0.05157
tap: 70 / 0.03195
timing repair buffer: 117 / 0.3003
sequential: 66 / 0.6025
==> where the power goes <==
part	switching [W]	internal [W]	leakage [nW]
clock network	0.000898	0.000952	0.0851
logic	0.0000942	0.000251	0.484
registers	0.0000443	0.00280	0.769
No activity file was given, so power comes from the tool's default toggle rates.
