**./design.v**
```verilog
module alu(
    input wire [3:0] opcode,            
    input wire [7:0] operandA,         
    input wire [7:0] operandB,         
    output reg [7:0] result           
);
 always @(*) begin
    case(opcode)
        4'b0000: result = 8'b0;  
        4'b0001: begin
            result = operandA + operandB;
        end  
         4'b0010: begin  
            result = operandA - operandB;
        end
        4'b0011: result = operandA & operandB;  
        4'b0100: result = operandA | operandB;  
        4'b0101: result = operandA ^ operandB;  
        4'b0110: result = operandA + 1;  
        4'b0111: result = operandA - 1;  
        4'b1000: result = ~operandA;  
        4'b1001: result = -operandA;  
        4'b1010: begin
            result = operandA >> 1;  
        end
        4'b1011: begin  
            result = operandA << 1;
        end
        4'b1100: begin  
            result = {operandA[0], operandA[7:1]};
        end
        4'b1101: begin  
            result = {operandA[6:0], operandA[7]};
        end
        4'b1110: result = operandA;
        4'b1111: result = operandA; 
        default: result = 8'b0; 
    endcase
 end 
endmodule
module eu (
    input wire clk,
    input wire reset,
    input wire [2:0] opAAdr,
    input wire [2:0] opBAdr,
    input wire [3:0] opcode,
    input wire [2:0] dest_reg,
    input wire [3:0] storeDataAdr,
    input wire [7:0] operandA,
    input wire [7:0] operandB,
    output wire [3:0] storeDataAdrOut,
    output wire [7:0] result,
    output reg write_enable,
    output reg [7:0] store_data,
    output wire [3:0] opcodeO,
    output wire [2:0] outAaddr,
    output wire [2:0] destReg,
    output reg data_memory_write_enable
);
    reg [2:0] opAAdrI;
    reg [2:0] opBAdrI;
    reg [3:0] opcodeI;
    reg [2:0] dest_regI;
    reg [3:0] storeDataAdrI;
    reg [7:0] resultI;
    wire [7:0] alu_result;
    assign outAaddr = opAAdrI;
    assign opcodeO = opcodeI;
    assign storeDataAdrOut = storeDataAdrI;
    assign destReg = dest_regI;
    assign result = resultI;
    alu ALU (
        .opcode(opcode),
        .operandA(operandA),
        .operandB(operandB),
        .result(alu_result)
    );
    always @(posedge clk or posedge reset) begin
        if (reset) begin
            write_enable <= 0;
            data_memory_write_enable <= 0;
            store_data <= 8'b0;
            opAAdrI <= 3'b0;
            opBAdrI <= 3'b0;
            opcodeI <= 4'b0;
            dest_regI <= 3'b0;
            storeDataAdrI <= 4'b0;
        end else begin
            opAAdrI <= opAAdr;
            opBAdrI <= opBAdr;
            opcodeI <= opcode;
            dest_regI <= dest_reg;
            case (opcode)
                4'b1110: begin
                    write_enable <= 1;
                    data_memory_write_enable <= 0;
                    storeDataAdrI <= storeDataAdr;
                end
                4'b1111: begin
                    write_enable <= 0;
                    data_memory_write_enable <= 1;
                    store_data <= operandA;
                    storeDataAdrI <= 4'bz;
                end
                4'b0000:begin
                    write_enable <= 1'bz;
                    data_memory_write_enable <= 1'bz;
                    resultI <= 8'bz;
                end 
                default: begin
                    write_enable <= 1;
                    data_memory_write_enable <= 0;
                    resultI <= alu_result;
                end
            endcase
        end
    end
endmodule
```
**./config.mk**
```make
export PLATFORM = sky130hd
export DESIGN_NAME = eu
export DESIGN_NICKNAME = eu
export VERILOG_FILES = /design/flow/design.v
export SDC_FILE = /design/flow/constraint.sdc
export NUM_CORES = 4
export LEC_CHECK = 1
export CORE_UTILIZATION = 40
```
**./run.sh**
```bash
#!/bin/bash
# OpenROAD 26Q1-2900-gdf79404cd8, Yosys 0.63+post, stock flow scripts
make -C /OpenROAD-flow-scripts/flow DESIGN_CONFIG=/design/flow/config.mk WORK_HOME=/design/flow/orfs finish
```
**./constraint.sdc**
```tcl
current_design eu

set clk_period 1.0
set clk_io_pct 0.2

create_clock -name clk0 -period $clk_period [get_ports {clk}]

set non_clock_inputs [all_inputs -no_clocks]
set_input_delay [expr $clk_period * $clk_io_pct] -clock clk0 $non_clock_inputs
set_output_delay [expr $clk_period * $clk_io_pct] -clock clk0 [all_outputs]
```
==> summary.txt <==
Notes on the flow run.

- The flow ran to the end, but the final reports show violations.
- The final reports fail on negative setup slack.
- Once layout is done, the placed cells without fillers occupy approximately 0.0043 mm2.
- The flop and latch count out of synthesis is 32, for reference.
- The maximum clock insertion buffer count is 2, for reference.
- The instance count of the mapped netlist is 286, for reference.
- In the synthesized netlist the async set-or-reset flop fraction comes to roughly three quarters.
- The routed length per instance is about 16 um, for reference.
- The total routing resource utilization after global routing is between 20% and 30%, for reference.
- The clock period minus final worst setup slack is about 2.1 ns, for reference.
- Setup repair after global routing could not meet its margin everywhere.
- The sum of negative setup slack is -8.120 ns, for reference.
- The share of synthesized cell area in and, or, nand and nor gates is roughly 15%, for reference.
- In this run, the synthesized area fraction spent on adder and majority cells is recorded as a little over an eighth.
- The worst-margin pin slew is roughly 0.40 ns, for reference.
- The maximum fanout along the worst path is 3, for reference.
- On met1, the global router reports a usage of between 30% and 40%.
- Per the GRT congestion report, total overflow comes to 0.
- The number of antenna diodes in the final layout is 0.
- The number of antenna violations at the first check in global routing is 0, for reference.
- The setup path with the least slack is of type input pin to register.
- The warning tally printed by Yosys for this design is 6.
- In the synthesized netlist the dominant register cell turns out to be sky130_fd_sc_hd__dfrtp_1.
- The class of the most critical hold timing path is input pin to register, for reference.
- The clock tree from TritonCTS is built, for reference.
- The fraction of the mapped netlist area in compound gates is a little under a quarter, for reference.
- After synthesis, the chip area reported by Yosys is 0.002492 mm2.
- The average via count per standard cell is roughly 5.3, for reference.
- The kind of end point of the critical path is a register, for reference.
- The sequential cell fraction of total power is between 30% and 40%, for reference.
- In this run, the combinational gates consume roughly two fifths of the power.
- VDD sags by at most between 0.7 and 0.8 mV.
- Per the synthesis report, the single largest cell type by area occupies around a quarter of cell area.
- The worst hold endpoint is opcodeI[1]$_DFF_PP0_, for reference.
- met2 track demand over resource after global routing is approximately 45%.
- The number of distinct library cells after synthesis is ~45, for reference.
- In this run, the clock network consumes a little under a quarter of the power.
- The number of cells on the worst hold path is 2, for reference.
- In the floorplan report the effective utilization is about two fifths.
- The clock insertion delay at the later pin of the skew report is 0.27 ns, for reference.
- Per the OpenROAD floorplan log, the area of the core is a little under 0.006 mm2.
- The biggest cell delay along the critical path is between 0.3 and 0.4 ns, for reference.
- The first global-routing pass estimated about 13000 um of wire.
- The final max-slew violation count recorded for this run is 0.
- The highest-utilization routing layer at the global route stage is met2, for reference.
- The count of flip-flops with a built-in enable after synthesis is 8, for reference.
- The x dimension of the die is slightly above 80 um, for reference.
- The number of buffers inserted during clock tree synthesis is 5, for reference.
- The number of core rows is 28, for reference.
- Detailed-route iteration 0 reported a violation count of between 150 and 200.
- For reference, the top cells by area after synthesis are sky130_fd_sc_hd__dfrtp_1 24%, sky130_fd_sc_hd__ha_1 13%, sky130_fd_sc_hd__edfxtp_1 9.6%.
- In this run the count of I/O pins placed on the die edge is roughly 67.
- Across all setup checks in the final design, the least slack found is -1.118 ns.
- The required time of the critical path is about 1.0 ns, for reference.
- The post-synthesis instance area is 0.002492 mm2, for reference.
- The level count of the clock H-tree is 2, for reference.
- The part of the Yosys area used for sequential elements is 33.73%, for reference.
- For this run the detailed placement stage logged an HPWL of ~6400 um.
- The leakage power is about 2.0 nW, for reference.
- The count of tool warnings is 39, for reference.
- The clock edge transition at the registers on the reported setup and hold paths is ~0.06 ns, for reference.
- The layout summary lists the proportion of cells stronger than drive strength 1 as 49.56%.
- The final-layout worst hold slack is between 0.2 and 0.25 ns, for reference.
- The number of vias after detailed routing is 2780, for reference.
- The global-route met3 utilization is under 10%, for reference.
- The path depth of the worst reg2reg path is 1, for reference.
- The endpoint of the worst-slack reg-to-reg timing path is storeDataAdrI[2]$_DFFE_PP0P_, for reference.
- The final weighted congestion in routability-driven placement is between 0.9 and 1, for reference.
- Per the final timing report, the hold violations number 0.
- Per the OpenROAD power report, switching power amounts to 1.344 mW.
- The clock root buffer master is sky130_fd_sc_hd__clkbuf_8, for reference.
- Timing would allow up to 0.4721 GHz.
- The count of buffers inserted at the top-level ports is ~63, for reference.
- The floorplan die area is ~0.0066 mm2, for reference.
- Across the whole layout, storage elements account for between 800 and 900 um2.
- Entering global routing, the biggest net connects 25 pins.
- The power density normalized to cell area is 1055 mW/mm2, for reference.
- The final wirelength is approximately 8400 um, for reference.
- The instance area at placement is approximately 0.004 mm2, for reference.
- The internal power is between 3 and 4 mW, for reference.
- After layout, the worst path uses 211.8% of the clock period.
- The cell taking the most area after synthesis is sky130_fd_sc_hd__dfrtp_1, for reference.
- Summing all multi-input logic gate instances after layout gives roughly 0.0018 mm2.
- The number of failing setup endpoints in the final timing report is 28, for reference.
- Net switching is 29.43% of the power.
- Measured against its own limit, the worst slew margin works out to between 70% and 80%.
- The height of the die is just over 80 um, for reference.
- Of the post-synthesis cell area, the part taken by muxes is about 3.8%.
- The startpoint of the worst-slack reg-to-reg timing path is storeDataAdrI[2]$_DFFE_PP0P_, for reference.
- The count of TritonRoute iterations in the first routing pass is 4, for reference.
- The tally of filler cells in the layout is around 430, for reference.
- The source of the worst hold timing path is opcode[1], for reference.
- The growth of design area from synthesis to finish is 73.64%, for reference.
- The post-synthesis average cell area is between 8 and 9 um2, for reference.
- The max capacitance violation total is 0, for reference.
- The via count of the first global-routing pass is about 2700, for reference.
- The worst setup path is launched from an input pin.
- The script parses the final routing iteration and logs DRC violations as 0.
- In this run the register-to-register setup slack is approximately 0.26 ns.
- The number of clock sinks seen by CTS is 32, for reference.
- In the final run the clock tree shows a worst skew of 0 ns.
- The timing report shows that the slowest cell on the worst path is sky130_fd_sc_hd__fa_2.
- Traced cell by cell, the critical path runs through buf_6 > and2b_2 > o21ai_2 > a21o_1 > buf_6 > fa_2 > nor2b_4 > o21ai_2 > nand2b_1 > a31oi_2 > xnor2_1 > a221o_1.
- Of the total synthesized cell area, the portion taken by XOR and XNOR cells is 5.271%.
- The synthesis run identifies the leading combinational cell family as AND-OR/OR-AND gates.
- The number of cells in Yosys stat is about 290, for reference.
- Cells fill roughly 73% of the core in the end.
- The detail route stage leaves a number of antenna-violating nets equal to 0.
- The endpoint arrival time on the critical path is 2.15 ns, for reference.
critical path, delay by kind of cell:
| family | cells | cell delay, ns |
|---|---|---|
| xor gates and xnor gates | 1 | 0.15 |
| and+or+nand+nor | 3 | 0.49 |
| adders and majority gates | 1 | 0.37 |
| buffers and inverters | 2 | 0.21 |
| AOI/OAI and AO/OA | 5 | 0.73 |
area by class of cell:
class	count	area share [%]
Clock buffer	7	2.255
Clock inverter	1	0.1156
Inverter	23	2.197
Multi-Input combinational cell	219	42.12
Sequential cell	32	19.43
Tap cell	75	2.168
Timing Repair Buffer	172	31.71
power by group through the flow:
stage | Sequential [mW] | Clock [mW] | Combinational (mW)
after global routing | 1.60 | 1.16 | 2.08
final | 1.58 | 1.08 | 1.91
after CTS | 1.58 | 1.10 | 1.80
cells in the mapped netlist (5+ instances only):
| cell type | count |
|---|---|
| sky130_fd_sc_hd__nand2_1 | 35 |
| sky130_fd_sc_hd__mux2i_1 | 5 |
| sky130_fd_sc_hd__nor2_1 | 15 |
| sky130_fd_sc_hd__nor3_1 | 9 |
| sky130_fd_sc_hd__inv_1 | 22 |
| sky130_fd_sc_hd__a32oi_1 | 5 |
| sky130_fd_sc_hd__ha_1 | 25 |
| sky130_fd_sc_hd__edfxtp_1 | 8 |
| sky130_fd_sc_hd__a22oi_1 | 5 |
| sky130_fd_sc_hd__clkbuf_1 | 8 |
| sky130_fd_sc_hd__xnor2_1 | 12 |
| sky130_fd_sc_hd__a21oi_1 | 17 |
| sky130_fd_sc_hd__o21ai_0 | 29 |
| sky130_fd_sc_hd__dfrtp_1 | 24 |
cell families (layout without fill, tap and decap cells):
group / count (synthesis) / count (layout)
AND-OR/OR-AND: 89 / 89
AND/OR/NAND/NOR: 80 / 80
buffers and inverters: 35 / 203
flip-flops: 32 / 32
adder cells (fa/ha/maj): 26 / 26
XOR/XNOR: 15 / 15
multiplexers: 9 / 9
worst max path at each step:
stage              from                    to  cells after the start
global route  opcode[3]  resultI[6]$_DFFE_PP_                     12
finish        opcode[3]  resultI[6]$_DFFE_PP_                     12
CTS           opcode[3]  resultI[6]$_DFFE_PP_                     12
routing by layer:
metal	vias up	wire length [um]
li1	1373	-
met1	1276	3763
met2	112	3863
met3	19	511
met4	0	217
met5	-	0
what timing repair did:
action                                  in CTS  in global routing
endpoints found under the setup margin      62                 34
setup buffers                               21                  5
endpoints found under the hold margin        0                  0
resized                                    212                 18
pin swaps                                   50                 29
hold buffers                                 0                  0
cell usage in the layout, fill, tap and decap left out, types with 4 or more instances in the layout:
cell type,instances
sky130_fd_sc_hd__a21oi_2,4
sky130_fd_sc_hd__nor2_1,9
sky130_fd_sc_hd__mux2i_1,5
sky130_fd_sc_hd__a21o_1,4
sky130_fd_sc_hd__mux2_2,4
sky130_fd_sc_hd__nor3_1,7
sky130_fd_sc_hd__o21ai_0,17
sky130_fd_sc_hd__a221oi_1,4
sky130_fd_sc_hd__a22oi_1,4
sky130_fd_sc_hd__ha_4,4
sky130_fd_sc_hd__dfrtp_1,24
sky130_fd_sc_hd__buf_2,35
sky130_fd_sc_hd__buf_4,91
sky130_fd_sc_hd__inv_1,15
sky130_fd_sc_hd__dlygate4sd2_1,4
sky130_fd_sc_hd__buf_6,18
sky130_fd_sc_hd__clkdlybuf4s50_1,16
sky130_fd_sc_hd__ha_1,19
sky130_fd_sc_hd__xnor2_1,9
sky130_fd_sc_hd__o21ai_2,9
sky130_fd_sc_hd__a32oi_1,5
sky130_fd_sc_hd__edfxtp_1,8
sky130_fd_sc_hd__nand2_1,31
sky130_fd_sc_hd__o21ai_1,4
sky130_fd_sc_hd__clkbuf_8,5
sky130_fd_sc_hd__a21oi_1,11
sky130_fd_sc_hd__inv_2,5
registers in the layout (all words and copies together), names as in the netlist:
register	count
data_memory_write_enable	1
dest_regI	3
opAAdrI	3
opcodeI	4
resultI	8
storeDataAdrI	4
store_data	8
write_enable	1
stage by stage:
step	total power, mW	std cells	setup slack [ns]
2_1_floorplan	2.292	286	-1.237
3_3_place_gp	3.277	499	-1.818
3_5_place_dp	3.297	499	-1.858
4_1_cts	4.490	525	-1.090
5_1_grt	4.846	529	-1.197
6_report	4.566	529	-1.118
Power is estimated from default activity; no workload was simulated.
