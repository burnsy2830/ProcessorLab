==> ./design.v <==
module if_id(
    input wire clk,                
    input wire rst,                
    input wire [3:0] opcode,       
    input wire [2:0] operanda,     
    input wire [2:0] operandb,     
    input wire [3:0] dmaddr,       
    input wire [2:0] dest,         
    output reg [3:0] prev_opcode,  
    output reg [2:0] prev_operanda,  
    output reg [2:0] prev_operandb,  
    output reg [3:0] prev_dmaddr,    
    output reg [2:0] prev_dest       
);
    reg [3:0] curr_opcode;
    reg [2:0] curr_operanda;
    reg [2:0] curr_operandb;
    reg [3:0] curr_dmaddr;
    reg [2:0] curr_dest;
    always @(posedge clk or posedge rst) begin
        if (rst) begin
            prev_opcode <= 4'b0;
            prev_operanda <= 3'b0;
            prev_operandb <= 3'b0;
            prev_dmaddr <= 4'b0;
            prev_dest <= 3'b0;
            curr_opcode <= 4'b0;
            curr_operanda <= 3'b0;
            curr_operandb <= 3'b0;
            curr_dmaddr <= 4'b0;
            curr_dest <= 3'b0;
        end else begin
            prev_opcode <= curr_opcode;
            prev_operanda <= curr_operanda;
            prev_operandb <= curr_operandb;
            prev_dmaddr <= curr_dmaddr;
            prev_dest <= curr_dest;
            curr_opcode <= opcode;
            curr_operanda <= operanda;
            curr_operandb <= operandb;
            curr_dmaddr <= dmaddr;
            curr_dest <= dest;
        end
    end
endmodule
==> ./run.sh <==
#!/bin/bash
# OpenROAD 26Q1-2900-gdf79404cd8, Yosys 0.63+post, stock flow scripts
make -C /OpenROAD-flow-scripts/flow DESIGN_CONFIG=/design/flow/config.mk WORK_HOME=/design/flow/orfs finish
==> ./config.mk <==
export PLATFORM = sky130hd
export DESIGN_NAME = if_id
export DESIGN_NICKNAME = if_id
export VERILOG_FILES = /design/flow/design.v
export SDC_FILE = /design/flow/constraint.sdc
export NUM_CORES = 4
export LEC_CHECK = 1
export CORE_AREA = 10 10 109 109
export DIE_AREA = 0 0 119 119
==> ./constraint.sdc <==
current_design if_id

set clk_period 1.0
set clk_io_pct 0.2

create_clock -name clk0 -period $clk_period [get_ports {clk}]

set non_clock_inputs [all_inputs -no_clocks]
set_input_delay [expr $clk_period * $clk_io_pct] -clock clk0 $non_clock_inputs
set_output_delay [expr $clk_period * $clk_io_pct] -clock clk0 [all_outputs]
==> results.py <==
# Physical implementation metrics
metrics = {
    "outcome": {
        "outcome": "complete, no violations",
    },
    "die": {
        "die_y_um": 119,
        "dieWidth_um": 119,
        "core-area_um2": 9640,
        "die-area_um2": 14200,
        "pin_count": 36,
        "core.rowCount": 36,
        "fp-utilization": 0.0887,
    },
    "clock_network": {
        "clock.latency.late_pin_ps": 270,
        "clk_path_buf_depth": 2,
        "cts_tree": "built",
        "htree_levels": 2,
        "clk_pin_slew_ps": 60,
        "cts-root-buf": "clkbuf_8",
        "post_cts_buffers": 0,
        "cts.sinks": 34,
        "numCtsBuffers": 5,
    },
    "route": {
        "drc": 0,
        "firstDrtPassIters": 2,
        "wl_per_cell_um": 8.11,
        "num_antenna_cells": 0,
        "drt_iter0_drc": 7,
        "drt-total-wl_mm": 1.72,
        "vias": 412,
        "drt-vias-per-instance": 1.94,
        "drtAntennaViolNets": 0,
    },
    "synthesis": {
        "ys.flops": 34,
        "synth.cell_area_um2": 855,
        "synth.area.top_cells": "dfrtp_1 100%, inv_1 0.44%",
        "netlist_instances": 35,
        "ys_chip_area_um2": 855,
        "ys_types": 2,
        "synth_area_leader_cell": "dfrtp_1",
        "synth_top_area_share": 0.996,
        "ys_seq_share": 0.996,
        "ys_cells": 35,
        "synth_warnings": 1,
        "synth.avg_cell_area_um2": 24.4,
    },
    "global_routing": {
        "antenna_found_initial": 0,
        "track_usage": 0.0241,
        "grt_start_max_net_pins": 35,
        "grt-ovfl-total": 0,
        "grt_pass1_wl_mm": 2.73,
        "grt_pass1_vias": 442,
    },
    "critical_path": {
        "start_kind": "flop",
        "end_kind": "output port",
        "cp_top_family": "flip-flops",
        "crit_chain": "buf_2",
        "path_max_fanout": 1,
        "slowest_delay_ps": 370,
        "cp_slowest_cell": "dfrtp_1",
        "crit_required_ps": 800,
        "worstPathArrival_ps": 750,
        "path_buffers": 1,
        "critical_path_class": "flop to output port",
    },
    "finish": {
        "design_area_um2": 1400,
        "final_layout_size_suffix_gt1_frac": 0.316,
        "multiInputCombCellCount": 0,
        "layout_top_cell": "dfrtp_1",
        "area_growth_pct": 63.5,
        "final_cell_mix": "34 x dfrtp_1, 18 x clkdlybuf4s50_1, 17 x buf_2, 6 x clkbuf_8",
        "logic_area_um2": 0,
        "fillers": 1083,
        "seqCellArea_um2": 851,
        "final_core_util": 0.145,
    },
    "final_timing": {
        "finClkSkew_ps": 2.83,
        "tightest_slew_ps": 184,
        "hold_viol": 0,
        "setup_viol": 0,
        "rsz0062_at_grt": "false",
        "period_used_share": 0.949,
        "fin_crit_ps": 949,
        "timing.final.ws_setup_ps": 51.3,
        "max_clock_freq_mhz": 1050,
        "max_slew_margin": 0.877,
        "slew_viol_final": 0,
    },
    "placement": {
        "dpl_cell_area_um2": 1390,
        "gp_congestion": 0.742,
        "post-place-ws_ps": -2.20,
        "numPortBuffers": 35,
    },
    "power": {
        "vdd_drop_max_mv": 0.595,
        "p_per_area_nw_per_um2": 1850,
        "p_leak_nw": 0.596,
    },
    "run": {
        "tool_warnings": 25,
        "maxCapViolCount": 0,
    },
    "worst_hold_path": {
        "hold_path.class": "input port to asynchronous set/reset pin",
    },
}
## cells by family (layout without fill, tap and decap cells)
| logic type | Yosys count | count (layout) | synth area share |
|---|---|---|---|
| buffers and inverters | 1 | 45 | 0.00439 |
| DFF | 34 | 34 | 0.996 |
## state kept, by name, summed over array words and instances, names as in the netlist
| name | flops |
|---|---|
| prev_opcode | 4 |
| curr_opcode | 4 |
| curr_operandb | 3 |
| curr_dest | 3 |
| curr_operanda | 3 |
| prev_operanda | 3 |
| prev_dmaddr | 4 |
| curr_dmaddr | 4 |
| prev_dest | 3 |
| prev_operandb | 3 |
## metrics by stage
step	instances	hold WS [ps]	TNS, ps	power [mW]
floorplan	35	231	0	1.49
global placement	204	331	-2.61	1.66
detailed placement	204	335	-2.20	1.66
CTS	212	271	0	2.64
global route	212	280	0	2.71
finish	212	261	0	2.58
## synthesized netlist by cell type
cell     count
inv_1        1
dfrtp_1     34
## where the power goes
group / total, mW / internal, mW / leakage [nW] / switching [mW]
Clock: 0.992 / 0.554 / 0.0482 / 0.437
Combinational: 0.133 / 0.0907 / 0.152 / 0.0423
Sequential: 1.46 / 1.44 / 0.396 / 0.0146
Total: 2.58 / 2.09 / 0.596 / 0.494
## layout make-up
cell class / count / share of cell area
tap: 133 / 0.119
timing repair buffer: 36 / 0.204
inverter: 1 / 0.00269
clock buffer: 7 / 0.0618
clock inverter: 1 / 0.00358
sequential: 34 / 0.609
## timing repair
item                                    4_1_cts  5_1_grt
hold buffers                                  0        0
endpoints found under the setup margin       17        0
resized                                      53        0
## worst min-delay path: stages
cell and delay [ps]:
clkdlybuf4s50_1 390, inv_1 90, buf_12 210
## final timing paths
path	startpoint	endpoint	slack, ps	cells after the start
worst max register to register	curr_dmaddr[3]	prev_dmaddr[3]	530	0
max in group asynchronous	rst	curr_dest[2]	560	3
worst min register to register	curr_dmaddr[0]	prev_dmaddr[0]	350	0
worst max-delay path	prev_dmaddr[2]	prev_dmaddr[2]	50	1
worst min-delay path	rst	prev_dmaddr[0]	260	3
min in group clk0	curr_dmaddr[0]	prev_dmaddr[0]	350	0
## metal layers
metal	share of wire	wire length [µm]	global-route usage
met3	0.041	70	0.00863
met5	0	0	0
met1	0.33	570	0.0256
met2	0.61	1040	0.0439
met4	0.022	38	0.00611
No activity file was given, so power comes from the tool's default toggle rates.
